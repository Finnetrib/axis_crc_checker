===== flow/run.sh =====
#!/bin/bash
# OpenROAD 26Q1-2900-gdf79404cd8, Yosys 0.63+post, stock flow scripts
make -C /OpenROAD-flow-scripts/flow DESIGN_CONFIG=/design/flow/config.mk WORK_HOME=/design/flow/orfs finish

===== flow/config.mk =====
export PLATFORM = sky130hd
export DESIGN_NAME = sync_fifo
export DESIGN_NICKNAME = sync_fifo
export VERILOG_FILES = /design/flow/design.v
export SDC_FILE = /design/flow/constraint.sdc
export NUM_CORES = 4
export LEC_CHECK = 1
export CORE_UTILIZATION = 50

===== flow/constraint.sdc =====
current_design sync_fifo

set clk_period 7.5
set clk_io_pct 0.2

create_clock -name clk0 -period $clk_period [get_ports {CLK_I}]

set non_clock_inputs [all_inputs -no_clocks]
set_input_delay [expr $clk_period * $clk_io_pct] -clock clk0 $non_clock_inputs
set_output_delay [expr $clk_period * $clk_io_pct] -clock clk0 [all_outputs]

===== flow/design.v =====
interface AXIS_Bus #(parameter DW=8) (input clk);
    logic [DW-1:0]  tdata;
    logic           tvalid;
    logic           tlast;
    logic           tready;
    modport slave (
        input   tdata,
        input   tvalid,
        input   tlast,
        output  tready
    );
    modport master (
        output  tdata,
        output  tvalid,
        output  tlast,
        input   tready
    );
endinterface
`default_nettype none
module sync_fifo #(
    parameter int FIFO_DEPTH            = 8,
    parameter int DATA_WIDTH            = 32
)(
    input  wire logic                   CLK_I,
    input  wire logic                   RST_I,
    input  wire logic                   WR_EN_I,
    input  wire logic [DATA_WIDTH-1:0]  WR_DATA_I,
    output var  logic                   FULL_O,
    input  wire logic                   RD_EN_I,
    output var  logic [DATA_WIDTH-1:0]  RD_DATA_O,
    output var  logic                   EMPTY_O
);
localparam int ADDR_WIDTH = $clog2(FIFO_DEPTH);
logic [ADDR_WIDTH:0]    wr_ptr;
logic [ADDR_WIDTH:0]    rd_ptr;
logic [DATA_WIDTH-1:0]  fifo_cell [FIFO_DEPTH-1:0];
always_comb begin : pc_full_o
    FULL_O = (  (wr_ptr[ADDR_WIDTH] != rd_ptr[ADDR_WIDTH]) &&
                (wr_ptr[ADDR_WIDTH - 1:0] == rd_ptr[ADDR_WIDTH - 1:0]) ) ? 1'b1 : 1'b0;
end : pc_full_o
always_comb begin : pc_empty_o
    EMPTY_O = (wr_ptr == rd_ptr) ? 1'b1 : 1'b0;
end : pc_empty_o
always_ff @(posedge CLK_I) begin : ps_wr_ptr
    if (RST_I) begin
        wr_ptr <= '0;
    end
    else begin
        if (FULL_O == 1'b0 && WR_EN_I == 1'b1) begin
            wr_ptr <= wr_ptr + 1'b1;
        end
    end
end : ps_wr_ptr
always_ff @(posedge CLK_I) begin : ps_rd_ptr
    if (RST_I) begin
        rd_ptr <= '0;
    end
    else begin
        if (EMPTY_O == 1'b0 && RD_EN_I == 1'b1) begin
            rd_ptr <= rd_ptr + 1'b1;
        end
    end
end : ps_rd_ptr
always_ff @(posedge CLK_I) begin : ps_fifo_cell
    if (FULL_O == 1'b0 && WR_EN_I == 1'b1) begin
        fifo_cell[wr_ptr[ADDR_WIDTH-1:0]] <= WR_DATA_I;
    end
end : ps_fifo_cell
always_comb begin : pc_rd_data_o
    RD_DATA_O = fifo_cell[rd_ptr[ADDR_WIDTH-1:0]];
end : pc_rd_data_o
endmodule
`resetall

==> impl_metrics.json <==
{
  "status": "finished clean",
  "wire_per_inst_um": 21.5,
  "flop_cell": "edfxtp_1",
  "netlist_area_um2": 10400,
  "use_met1": 0.307,
  "dpl_cell_area_um2": 11400,
  "met2_usage": 0.305,
  "port_buffers": 69,
  "ys.flops": 267,
  "grt_busiest_layer": "met1",
  "worstSetupEndpointType": "primary output",
  "final_core_util": 0.609,
  "ys_types": 36,
  "ir_drop_mv": 0.193,
  "fin_setup_tns_ns": 0,
  "drv_cap": 0,
  "yosysChipArea_um2": 10400,
  "relSlewSlack": 0.439,
  "ff_latch_area_um2": 7910,
  "rsz0062_at_grt": "no",
  "drt_wl_total_um": 18100,
  "die_h_um": 146,
  "die_w_um": 146,
  "cts_sinks": 267,
  "grt_pass1_vias": 5379,
  "rr_startpoint": "wr_ptr[2]",
  "ys_cells": 455,
  "arrival_ns": 3.29,
  "setup_viol": 0,
  "postCtsHoldBufs": 0,
  "stdcell_count": 839,
  "rrSetupSlack_ns": 4.76,
  "min_from": "rd_ptr[1]",
  "layout_top_cells": "edfxtp_1, clkdlybuf4s50_1, mux4_2",
  "startpoint_type": "flip-flop",
  "finish.instance_area_um2": 12300,
  "drv_slew": 0,
  "fp-utilization": 0.512,
  "reg2reg_depth": 5,
  "area.growth.synth_to_final_pct": 19.1,
  "min_period_over_period": 0.639,
  "skew_ns": 0.00961,
  "finalWorstSetupSlack_ns": 2.71,
  "power.total_mw": 3.40,
  "synth_warnings": 1,
  "avgSynthCellArea_um2": 22.7,
  "timing.rr.end": "fifo_cell[2][2]",
  "drtIter0Drc": 250,
  "path_clk_slew_ns": 0.06,
  "syn_inst": 455,
  "pre_cts_slack_ns": 3.14,
  "leakage_nw": 3.90,
  "p_per_area_nw_per_um2": 276,
  "chip_area_um2": 21300,
  "grt_max_degree": 53,
  "drive_gt1_frac": 0.304,
  "cts_setup_buffers": 0,
  "cts_buffer_depth": 3,
  "critical_path_required_ns": 6.00,
  "tritoncts": "built",
  "fmax_mhz": 209,
  "use_met3": 0.121,
  "placed_cells": 787,
  "antenna_left": 0,
  "gp_congestion": 0.780,
  "crit_type": "flip-flop to primary output",
  "synthArstFlopShare": 0,
  "holdPathStages": 2,
  "dr_total_vias": 4702,
  "htree_levels": 1,
  "hpwlAfterDp_um": 9880,
  "vias_per_cell": 5.60,
  "grt_overflow_total": 0,
  "hold_ws_ns": 0.587,
  "drtPass1Iterations": 4,
  "drc": 0,
  "grt_antenna_before_repair": 0,
  "final_common_cell": "edfxtp_1",
  "fin_crit_ns": 4.79,
  "ys_seq_frac": 0.764,
  "clkLatencyLatePin_ns": 0.53,
  "grt_pass1_wl_um": 29000,
  "logic_area_um2": 2350,
  "numCtsBuffers": 28,
  "grtUsageTotal": 0.206,
  "clock-root-buffer": "clkbuf_16",
  "hold_violations": 0,
  "fillers": 1352,
  "hold_class": "flip-flop to flip-flop",
  "edf_count": 256,
  "coreArea_um2": 20200,
  "worstMarginPinSlew_ns": 0.837,
  "crit_fanout": 36,
  "num_antenna_cells": 0,
  "cts_resized": 0,
  "warnings": 25,
  "rows": 52,
  "io_pins": 70
}
per-layer routing:
metal	share of wire	vias to the layer above
met5	0	-
met4	0.019	0
met3	0.13	28
met2	0.50	249
met1	0.35	2322
li1	-	2103
Yosys cell counts, types with 3 or more instances:
cell / number / area, µm²
buf_2: 4 / 20.0
buf_1: 7 / 26.3
mux2_2: 37 / 417
xnor2_1: 4 / 35.0
nor3b_1: 3 / 22.5
nor2b_1: 6 / 37.5
edfxtp_1: 256 / 7690
clkbuf_1: 5 / 18.8
mux4_2: 64 / 1440
a41oi_1: 3 / 26.3
nor3_1: 4 / 20.0
nand2b_1: 4 / 25.0
mux2i_1: 4 / 40.0
buf_4: 7 / 52.6
nand2_1: 4 / 15.0
dfxtp_1: 11 / 220
nor2_1: 6 / 22.5
xor2_1: 4 / 35.0
worst max-delay path by stage:
| stage | startpoint | endpoint | slack, ns | depth (start not counted) |
|---|---|---|---|---|
| final | flip-flop | RD_DATA_O[28] | 2.71 | 4 |
| after global routing | flip-flop | RD_DATA_O[28] | 2.41 | 4 |
| after CTS | flip-flop | RD_DATA_O[28] | 2.56 | 4 |
layout make-up:
type	instances	area share
multi-input cells	162	0.191
clock inverters	19	0.0143
well taps	270	0.0274
inverters	1	0.000304
clock buffers	33	0.0584
repair buffers	87	0.0670
flip-flops and latches	267	0.642
where the power goes:
part	switching, mW	total, mW	internal (mW)
sequential	0.0359	1.71	1.68
clock	0.526	1.31	0.787
combinational	0.133	0.377	0.244
total	0.695	3.40	2.71
registers in the layout, summed over array words and instances, names as in the netlist, named ones only:
register and flops:
fifo_cell 256, rd_ptr 4, wr_ptr 4
cells by family (layout without fill, tap and decap cells):
| logic type | after synthesis | after routing | share of synthesized area |
|---|---|---|---|
| simple gates | 38 | 38 | 0.0218 |
| buf+inv | 26 | 140 | 0.0133 |
| fa+ha+maj | 2 | 2 | 0.00242 |
| flops | 267 | 267 | 0.764 |
| xor+xnor | 8 | 8 | 0.00677 |
| compound gates | 7 | 7 | 0.00629 |
| mux | 107 | 107 | 0.186 |
worst max-delay path: stages, from the launching register on:
cell,delay [ns]
dfxtp_4,0.72
buf_4,0.69
mux4_2,0.59
mux2_2,0.29
clkdlybuf4s50_1,0.43
No activity file was given, so power comes from the tool's default toggle rates.
