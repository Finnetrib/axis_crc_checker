File: /design/flow/run.sh
#!/bin/bash
# OpenROAD 26Q1-2900-gdf79404cd8, Yosys 0.63+post, stock flow scripts
make -C /OpenROAD-flow-scripts/flow DESIGN_CONFIG=/design/flow/config.mk WORK_HOME=/design/flow/orfs finish
File: /design/flow/config.mk
export PLATFORM = sky130hd
export DESIGN_NAME = calc_crc
export DESIGN_NICKNAME = calc_crc
export VERILOG_FILES = /design/flow/design.v
export SDC_FILE = /design/flow/constraint.sdc
export NUM_CORES = 4
export LEC_CHECK = 1
export CORE_AREA = 10 10 70 70
export DIE_AREA = 0 0 80 80
File: /design/flow/constraint.sdc
current_design calc_crc

set clk_period 1.7
set clk_io_pct 0.2

create_clock -name clk0 -period $clk_period

set non_clock_inputs [all_inputs -no_clocks]
set_input_delay [expr $clk_period * $clk_io_pct] -clock clk0 $non_clock_inputs
set_output_delay [expr $clk_period * $clk_io_pct] -clock clk0 [all_outputs]
File: /design/flow/design.v
interface AXIS_Bus #(parameter DW=8) (input clk);
    logic [DW-1:0]  tdata;
    logic           tvalid;
    logic           tlast;
    logic           tready;
    modport slave (
        input   tdata,
        input   tvalid,
        input   tlast,
        output  tready
    );
    modport master (
        output  tdata,
        output  tvalid,
        output  tlast,
        input   tready
    );
endinterface
module calc_crc (
    input [7:0] CRC_I,
    input [7:0] DATA_I,
    output [7:0] CRC_O
);
    assign CRC_O[0] = CRC_I[0] ^ CRC_I[6] ^ CRC_I[7] ^ DATA_I[0] ^ DATA_I[6] ^ DATA_I[7];
    assign CRC_O[1] = CRC_I[0] ^ CRC_I[1] ^ CRC_I[6] ^ DATA_I[0] ^ DATA_I[1] ^ DATA_I[6];
    assign CRC_O[2] = CRC_I[0] ^ CRC_I[1] ^ CRC_I[2] ^ CRC_I[6] ^ DATA_I[0] ^ DATA_I[1] ^ DATA_I[2] ^ DATA_I[6];
    assign CRC_O[3] = CRC_I[1] ^ CRC_I[2] ^ CRC_I[3] ^ CRC_I[7] ^ DATA_I[1] ^ DATA_I[2] ^ DATA_I[3] ^ DATA_I[7];
    assign CRC_O[4] = CRC_I[2] ^ CRC_I[3] ^ CRC_I[4] ^ DATA_I[2] ^ DATA_I[3] ^ DATA_I[4];
    assign CRC_O[5] = CRC_I[3] ^ CRC_I[4] ^ CRC_I[5] ^ DATA_I[3] ^ DATA_I[4] ^ DATA_I[5];
    assign CRC_O[6] = CRC_I[4] ^ CRC_I[5] ^ CRC_I[6] ^ DATA_I[4] ^ DATA_I[5] ^ DATA_I[6];
    assign CRC_O[7] = CRC_I[5] ^ CRC_I[6] ^ CRC_I[7] ^ DATA_I[5] ^ DATA_I[6] ^ DATA_I[7];
endmodule
==> flow_summary.toml <==
# synthesis and place-and-route metrics
[floorplanning]
ios = 24
initCoreUtil = 0.0608
fp-row-count = 21
chip_area_um2 = 6400
fp.dieW_um = 80
die.size.y_um = 80
placeableCoreArea_um2 = 3420

[synth]
netlist_area_um2 = 208
yosysWarnings = 0
ys_types = 4
ys_cells = 22
synthCells = 22
ys_chip_area_um2 = 208
postSynthSeqShare = 0
synth.avg_cell_area_um2 = 9.44

[power]
peakVddDrop_uv = 129
power_uw = 370
power.leakage_uw = 0.000339
p_per_area_nw_per_um2 = 498

[sta]
period_used_share = 0.964
finalWorstPathRequiredPeriod_ps = 1640
rsz0062_at_grt = "no"
hold_viol = 0
hold_ws_ps = 1290
tightest_slew_ps = 216
maxSlewHeadroom = 0.855
setup_slack_ps = 62.0
fmax_mhz = 610
slew_viol_final = 0
setup_viol_count_final = 0

[grt]
grt_pass1_wl_mm = 1.55
grt.busiest_layer = "met2"
grt_max_degree = 4
gr-total-overflow = 0
met3_usage = 0.0102
use_met1 = 0.0388
antenna_found_initial = 0
grtUsageMet2 = 0.0465
grt_usage = 0.0290
grt_pass1_vias = 344

[run]
warning_count = 33
cap_violations = 0

[critical_path]
path_cells = "clkdlybuf4s15_1, xnor2_1, buf_4, buf_4, xnor2_2, xnor2_1, buf_2"
startpoint_type = "input port"
end_kind = "output pin"
cp_slowest_cell = "clkdlybuf4s15_1"
cp.buffers_inverters = 4
critPathTopFamily = "buffers and inverters"
critPathKind = "in2out"
cp.required_ps = 1360
crit_fanout = 3
max_stage_delay_ps = 180
cp.arrival_ps = 1300

[worst_hold_path]
hp-class = "in2out"
min_from = "CRC_I[6]"
holdPathStages = 6
holdPathEnd = "CRC_O[7]"

[final_layout]
drive_gt1_frac = 0.731
final_core_util = 0.218
fill_cells = 378
num-clock-buffers = 0
seq_area_um2 = 0
flow.area_growth_from_synthesis_pct = 258
instances_no_fill = 113
logic_area_um2 = 328
flops = 0

[placement]
numPortBuffers = 24
place_congestion = 0.741
dp_slack_ps = -669
dp_cells = 100

[drt]
drt-initial-drc-count = 0
wl_per_cell_um = 8.26
diodes = 0
wirelength_um = 933
post_drt_via_cell_ratio = 2.79
ant_nets = 0
vias = 315
drtPass1Iterations = 1
drc = 0

[status]
run_status = "finished clean"
-- through the flow --
stage,TNS [ps],cell area [µm²]
floorplan,0,208
global placement,-4800,566
detailed placement,-4850,566
CTS,-7.54,732
global route,0,743
finish,0,743
-- worst min-delay path, delay by kind of cell --
kind,cells,cell delay (ps)
XOR/XNOR,3,260
buffers and inverters,3,350
-- how the worst max path moves through the flow --
stage	startpoint	to	cells past startpoint
after CTS	CRC_I[2]	CRC_O[3]	6
after global routing	DATA_I[7]	CRC_O[3]	6
final	CRC_I[1]	CRC_O[2]	7
-- report_power, final --
group | total (µW) | switching (µW) | leakage, µW | internal, µW
clock network | 0 | 0 | 0 | 0
logic | 370 | 120 | 0.000339 | 250
registers | 0 | 0 | 0 | 0
-- cell usage after synthesis --
library cell / instances / area share
xnor2_1: 18 / 0.76
xor2_1: 2 / 0.084
xor2_2: 1 / 0.078
xnor2_2: 1 / 0.078
-- cell usage in the layout (no fill, tap or decap), drive strengths merged --
master | synthesis | final
clkdlybuf4s15 | 0 | 13
xnor2 | 19 | 19
xor2 | 3 | 3
clkbuf | 0 | 3
dlygate4sd2 | 0 | 1
buf | 0 | 28
-- routing by layer --
layer	up-vias	share of wire
met5	-	0
met3	0	0.13
li1	154	-
met1	144	0.44
met2	17	0.43
met4	0	0
-- cells by family (layout without fill, tap and decap cells) --
kind of cell | count (synthesis) | count (layout) | synth area share
xor+xnor | 22 | 22 | 1.00
buf+inv | 0 | 45 | 0
-- final cells by class --
type | instances | area share
Timing Repair Buffer | 45 | 0.481
Multi-Input combinational cell | 22 | 0.441
Tap cell | 46 | 0.0774
-- timing repair --
item	in CTS	in global routing
resized	68	9
setup endpoints to repair	8	6
hold buffers	0	0
pin swaps	19	8
setup buffers	14	1
No activity file was given, so power comes from the tool's default toggle rates.
